==> flow/config.mk <==
export PLATFORM = sky130hd
export DESIGN_NAME = ALU
export DESIGN_NICKNAME = ALU
export VERILOG_FILES = /design/flow/design.v
export SDC_FILE = /design/flow/constraint.sdc
export NUM_CORES = 4
export LEC_CHECK = 1
export CORE_AREA = 10 10 70 70
export DIE_AREA = 0 0 80 80
==> flow/constraint.sdc <==
current_design ALU

set clk_period 4.8
set clk_io_pct 0.2

create_clock -name clk0 -period $clk_period

set non_clock_inputs [all_inputs -no_clocks]
set_input_delay [expr $clk_period * $clk_io_pct] -clock clk0 $non_clock_inputs
set_output_delay [expr $clk_period * $clk_io_pct] -clock clk0 [all_outputs]
==> flow/design.v <==
`timescale 1ns/1ns
module ALU (input [3:0]A,B,input [1:0]op,output overflow,zero,output [3:0]result);
    wire [3:0]sb;
    wire carry;
    xor #(3) carry_select(carry,op[0],op[1]);
    xor #(3) first(sb[0],carry,B[0]);
    xor #(3) second(sb[1],carry,B[1]);
    xor #(3) third(sb[2],carry,B[2]);
    xor #(3) fourth(sb[3],carry,B[3]);
    wire c3;
    wire cout;
    wire [3:0]s;
    RCA adder(A,sb,carry,cout,c3,s);
    xor #(3) overflow_signal(overflow,c3,cout);
    wire [3:0] zero_signals;
    or #(2) first_or(zero_signals[0],s[3],s[2]);
    not #(1) first_not(zero_signals[1],zero_signals[0]);
    or #(2) second_or(zero_signals[2],s[1],s[0]);
    not #(1) second_not(zero_signals[3],zero_signals[2]);
    and #(2) last_and(zero,zero_signals[1],zero_signals[3]);
    wire [3:0]as;
    wire [3:0]xs;
    wire [2:0]xc;
    xor #(3) c0_xor(xs[0],s[3],s[0]);
    xor #(3) c1_xor(xs[1],s[3],s[1]);
    xor #(3) c2_xor(xs[2],s[3],s[2]);
    xor #(3) c3_xor(xs[3],s[3],s[3]);
    xor #(3) as0_xor(as[0],s[3],xs[0]);
    and #(2) c0_and(xc[0],s[3],xs[0]);     
    xor #(3) as1_xor(as[1],xc[0],xs[1]);
    and #(2) c1_and(xc[1],xc[0],xs[1]);     
    xor #(3) as2_xor(as[2],xc[1],xs[2]);
    and #(2) c3_and(xc[2],xc[1],xs[2]);     
    xor #(3) as3_xor(as[3],xc[2],xs[3]);
    wire [7:0]first_layer_wire;
    wire [3:0]second_layer_wire;
    Multiplexer mux0(s[0],s[0],op[0],first_layer_wire[0]);
    Multiplexer mux1(s[1],s[1],op[0],first_layer_wire[1]);
    Multiplexer mux2(s[2],s[2],op[0],first_layer_wire[2]);
    Multiplexer mux3(s[3],s[3],op[0],first_layer_wire[3]);
    Multiplexer mux4(as[0],s[1],op[0],first_layer_wire[4]);
    Multiplexer mux5(as[1],s[2],op[0],first_layer_wire[5]);
    Multiplexer mux6(as[2],s[3],op[0],first_layer_wire[6]);
    Multiplexer mux7(as[3],s[3],op[0],first_layer_wire[7]);
    Multiplexer mux8(first_layer_wire[0],first_layer_wire[4],op[1],result[0]);
    Multiplexer mux9(first_layer_wire[1],first_layer_wire[5],op[1],result[1]);
    Multiplexer mux10(first_layer_wire[2],first_layer_wire[6],op[1],result[2]);
    Multiplexer mux11(first_layer_wire[3],first_layer_wire[7],op[1],result[3]);
endmodule
`timescale 1ns/1ns
module FullAdder (input cin,x,y,output s,cout);
    wire [2:0]a;
    xor #(3) first_xor(a[2],x,y);
    xor #(3) second_xor(s,cin,a[2]);
    and #(2) first_and(a[1],x,y);
    and #(2) second_and(a[0],a[2],cin);
    or #(2) last_or(cout,a[1],a[0]);
endmodule
`timescale 1ns/1ns
module Multiplexer (input in0,in1,input s,output out);
    wire [1:0]w;
    wire n0;
    not #(1) not0(n0,s);
    and #(2) first_and(w[0],n0,in0),
    second_and(w[1],s,in1);
    or #(2) last_or(out,w[0],w[1]);
endmodule
`timescale 1ns/1ns
module RCA(input [3:0]A,B,input cin,output cout,c3,output [3:0]s);
    wire [2:1]c;
    FullAdder stage0(cin,A[0],B[0],s[0],c[1]);
    FullAdder stage1(c[1],A[1],B[1],s[1],c[2]);
    FullAdder stage2(c[2],A[2],B[2],s[2],c3);
    FullAdder stage3(c3,A[3],B[3],s[3],cout);
endmodule
==> flow/run.sh <==
#!/bin/bash
# OpenROAD 26Q1-2900-gdf79404cd8, Yosys 0.63+post, stock flow scripts
make -C /OpenROAD-flow-scripts/flow DESIGN_CONFIG=/design/flow/config.mk WORK_HOME=/design/flow/orfs finish
==> reports/metrics.csv <==
metric;value;unit
p_per_area;238.4;nW/um2
syn_area;364.1;um2
setup_violations;0;
hpwl;814.5;um
min_to;result[1];
yosysCellCount;39;
coreArea;3416;um2
rows;21;
regArea;0;um2
max_freq;215.3;MHz
overflow;0;
pin_count;16;
met2_usage;0.03531;
ys_warn_count;0;
use_met1;0.04330;
avgRoutedWirePerCell;8.210;um
start_kind;primary input;
whs;2.531;ns
synthesis.instances;39;
vias_per_cell;2.838;
floorplan.core_util;0.1066;
dieArea;6400;um2
warning_count;33;
rsz0062_at_grt;no;
avgSynthCellArea;9.336;um2
ctsHoldBuffers;0;
grt_pass1_vias;322;
path_buffers;3;
drt-initial-drc-count;4;
cp.arrival;3.68;ns
gp_congestion;0.7089;
slowest_stage;fa_1;
critPathMaxFanout;3;
die_h;80;um
fin_util;0.1842;
drive_gt1_frac;0.2881;
drtAntennaViolNets;0;
maxSlewHeadroom;0.7702;
worstMarginPinSlew;0.3400;ns
top_usage_layer;met1;
cp_cell_sequence;clkdlybuf4s50_1 -> mux2i_1 -> fa_2 -> fa_2 -> inv_1 -> fa_1 -> nor4b_1 -> clkdlybuf4s50_1;
finalHoldViolations;0;
wl;862;um
dieWidth;80;um
portBuffers;16;
status;finished, final reports clean;
vdd_drop_max;0.1091;mV
ff_count;0;
post-route-min-period;4.645;ns
vias;298;
cp.required;3.84;ns
path_class;in2out;
yosys.cell_types.count;20;
p_total;0.1500;mW
postSynthSeqShare;0;
antenna_found_initial;0;
grt_max_degree;9;
period_used_share;0.9676;
slew_viol_final;0;
holdPathStages;4;
end_kind;primary output;
tns;0;ns
grt_pass1_wl;1442;um
cap_viol_max_count;0;
slowest_delay;0.56;ns
grt_util_all_layers;0.02711;
p_leak;0.2670;nW
drc;0;
ys_chip_area;364.1;um2
critPathTopFamily;buffers and inverters;
hp-start;op[1];
met3_usage;0.009091;
area_growth;72.85;%
cts_setup_buffers;0;
insertedDiodeCount;0;
n_clock_buffer;0;
path_depth;8;
dr.pass1.iters;3;
holdCritPathClass;in2out;
[worst min-delay path, delay by kind of cell]
kind / cells / cell delay (ns)
AOI/OAI and AO/OA: 1 / 0.07
buffers and inverters: 3 / 0.55
[repair_timing]
item | CTS | global route
endpoints found under the setup margin | 4 | 3
gates resized | 6 | 3
pin swaps | 4 | 4
[where the power goes]
part           internal (mW)  switching [mW]
clock network              0               0
logic                 0.0924          0.0576
registers                  0               0
total                 0.0924          0.0576
[cell type report]
class / instances / area (um2)
fillers: 384 / 2786
inverters: 4 / 15.01
multi-input cells: 30 / 331.6
well taps: 46 / 57.56
repair buffers: 25 / 225.2
[placed cells by master (no fill, tap or decap)]
| cell | count |
|---|---|
| a21oi_1 | 1 |
| a221oi_2 | 1 |
| and2_2 | 1 |
| buf_4 | 9 |
| clkdlybuf4s50_1 | 11 |
| dlygate4sd2_1 | 4 |
| dlymetal6s2s_1 | 1 |
| fa_1 | 1 |
| fa_2 | 2 |
| ha_1 | 3 |
| inv_1 | 4 |
| mux2_2 | 1 |
| mux2i_1 | 2 |
| nand2_1 | 1 |
| nand2b_1 | 1 |
| nand3b_1 | 1 |
| nor2_1 | 2 |
| nor3b_1 | 1 |
| nor4b_1 | 1 |
| o211ai_1 | 1 |
| xnor2_1 | 5 |
| xnor2_2 | 2 |
| xnor2_4 | 1 |
| xor2_1 | 2 |
[per-layer routing]
layer | vias up | wire [um] | part of all wire
li1 | 164 | - | -
met1 | 121 | 481 | 0.56
met2 | 13 | 300 | 0.35
met3 | 0 | 80 | 0.093
met4 | 0 | 0 | 0
met5 | - | 0 | 0
[worst max path at each step]
| stage | startpoint | endpoint | slack, ns |
|---|---|---|---|
| 4_1_cts | op[1] | result[1] | 0.08 |
| 5_1_grt | op[0] | result[3] | 0.001 |
| 6_report | B[0] | zero | 0.16 |
[cells by family after synthesis]
| logic type | Yosys count | synth area share |
|---|---|---|
| AOI/OAI and AO/OA | 3 | 0.07558 |
| xor gates and xnor gates | 10 | 0.2818 |
| adders and majority gates | 6 | 0.2681 |
| buffers and inverters | 9 | 0.1546 |
| muxes | 3 | 0.08591 |
| and+or+nand+nor | 8 | 0.1341 |
[synth_stat cells]
library cell	instances	share of area
nand3b_1	1	0.021
xnor2_2	2	0.089
and2_2	1	0.021
ha_1	3	0.10
xnor2_1	6	0.14
xor2_1	2	0.048
a221oi_2	1	0.041
nor4b_1	1	0.024
a21oi_1	1	0.014
fa_1	3	0.16
nand2_1	1	0.010
mux2i_1	2	0.055
nor2_1	2	0.021
o211ai_1	1	0.021
buf_4	4	0.082
buf_6	1	0.031
nand2b_1	1	0.017
mux2_2	1	0.031
inv_1	4	0.041
nor3b_1	1	0.021
[metrics by stage]
step                setup slack, ns  instance area, um2  instances
finish                       0.1554               629.4        105
global route               0.001079               629.4        105
CTS                         0.07572               608.1        105
detailed placement          -0.3542               608.1        105
global placement            -0.3418               608.1        105
floorplan                    0.3653               364.1         39
Power and IR drop assume default switching activity.
