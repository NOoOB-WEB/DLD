<file path="design.v">
`timescale 1ns/1ns
module ALUCLA (input [3:0]A,B,input [1:0]op,output overflow,zero,output [3:0]result);
    wire [3:0]sb;
    wire carry;
    xor #(3) carry_select(carry,op[0],op[1]);
    xor #(3) first(sb[0],carry,B[0]);
    xor #(3) second(sb[1],carry,B[1]);
    xor #(3) third(sb[2],carry,B[2]);
    xor #(3) fourth(sb[3],carry,B[3]);
    wire c3;
    wire cout;
    wire [3:0]s;
    CLA adder(A,sb,carry,cout,c3,s);
    xor #(3) overflow_signal(overflow,c3,cout);
    wire [3:0] zero_signals;
    or #(2) first_or(zero_signals[0],s[3],s[2]);
    not #(1) first_not(zero_signals[1],zero_signals[0]);
    or #(2) second_or(zero_signals[2],s[1],s[0]);
    not #(1) second_not(zero_signals[3],zero_signals[2]);
    and #(2) last_and(zero,zero_signals[1],zero_signals[3]);
    wire [3:0]as;
    wire [3:0]xs;
    wire [2:0]xc;
    xor #(3) c0_xor(xs[0],s[3],s[0]);
    xor #(3) c1_xor(xs[1],s[3],s[1]);
    xor #(3) c2_xor(xs[2],s[3],s[2]);
    xor #(3) c3_xor(xs[3],s[3],s[3]);
    xor #(3) as0_xor(as[0],s[3],xs[0]);
    and #(2) c0_and(xc[0],s[3],xs[0]);     
    xor #(3) as1_xor(as[1],xc[0],xs[1]);
    and #(2) c1_and(xc[1],xc[0],xs[1]);     
    xor #(3) as2_xor(as[2],xc[1],xs[2]);
    and #(2) c3_and(xc[2],xc[1],xs[2]);     
    xor #(3) as3_xor(as[3],xc[2],xs[3]);
    wire [7:0]first_layer_wire;
    wire [3:0]second_layer_wire;
    Multiplexer mux0(s[0],s[0],op[0],first_layer_wire[0]);
    Multiplexer mux1(s[1],s[1],op[0],first_layer_wire[1]);
    Multiplexer mux2(s[2],s[2],op[0],first_layer_wire[2]);
    Multiplexer mux3(s[3],s[3],op[0],first_layer_wire[3]);
    Multiplexer mux4(as[0],s[1],op[0],first_layer_wire[4]);
    Multiplexer mux5(as[1],s[2],op[0],first_layer_wire[5]);
    Multiplexer mux6(as[2],s[3],op[0],first_layer_wire[6]);
    Multiplexer mux7(as[3],s[3],op[0],first_layer_wire[7]);
    Multiplexer mux8(first_layer_wire[0],first_layer_wire[4],op[1],result[0]);
    Multiplexer mux9(first_layer_wire[1],first_layer_wire[5],op[1],result[1]);
    Multiplexer mux10(first_layer_wire[2],first_layer_wire[6],op[1],result[2]);
    Multiplexer mux11(first_layer_wire[3],first_layer_wire[7],op[1],result[3]);
endmodule
`timescale 1ns/1ns
module ALUCore (input [3:0]g0,g1,input [1:0]op,output overflow,zero,output [3:0]b);
wire [3:0]temp_b0;
wire [3:0]temp_b1;
wire [3:0]number_output;
Converter first_converter(g0,temp_b0);
Converter second_converter(g1,temp_b1);
ALUCLA alu(temp_b0,temp_b1,op,overflow,zero,number_output);
ReverseConverter reverse(number_output,b);
endmodule
`timescale 1ns/1ns
module CLA(input [3:0]A,B,input cin,output cout,cout3,output [3:0]s);
    wire [2:1]c;
    wire [3:0]t;
    wire[3:0]go;
    wire[3:0]po;
    wire c1;
    wire [3:0]c2;
    wire [7:0]c3;
    wire [15:0]c4;
    and #(2) g0(go[0],A[0],B[0]);
    and #(2) g1(go[1],A[1],B[1]);
    and #(2) g2(go[2],A[2],B[2]);
    and #(2) g3(go[3],A[3],B[3]);
    xor #(3) p0(po[0],A[0],B[0]);
    xor #(3) p1(po[1],A[1],B[1]);
    xor #(3) p2(po[2],A[2],B[2]);
    xor #(3) p3(po[3],A[3],B[3]);
    and #(2) c1_first(c1,po[0],cin);
    or #(2) c1_second(c[1],c1,go[0]);
    and #(2) c2_first(c2[0],po[0],cin);
    and #(2) c2_second(c2[1],c2[0],po[1]);
    and #(2) c2_third(c2[2],go[0],po[1]);
    or #(2) c2_fourth(c2[3],c2[2],c2[1]);
    or #(2) c2_fifth(c[2],c2[3],go[1]);
    and #(2) c3_first(c3[0],po[0],cin);
    and #(2) c3_second(c3[1],po[2],po[1]);
    and #(2) c3_third(c3[2],c3[0],c3[1]);
    and #(2) c3_forth(c3[3],po[0],go[1]);
    and #(2) c3_fifth(c3[4],po[2],c3[3]);
    and #(2) c3_sixth(c3[5],po[2],go[1]);
    or #(2) c3_seventh(c3[6],go[2],c3[5]);
    or #(2) c3_eighth(c3[7],c3[4],c3[2]);
    or #(2) c3_ninth(cout3,c3[7],c3[6]);
    and #(2) c4_first(c4[0],po[0],cin);
    and #(2) c4_second(c4[1],po[2],po[1]);
    and #(2) c4_third(c4[2],c4[0],c4[1]);
    and #(2) c4_forth(c4[3],po[3],c4[2]);
    and #(2) c4_fif(c4[4],go[0],po[1]);
    and #(2) c4_fifth(c4[5],po[2],po[3]);
    and #(2) c4_sixth(c4[6],c4[5],c4[4]);
    and #(2) c4_seventh(c4[7],go[1],po[2]);
    and #(2) c4_eighth(c4[8],c4[7],po[3]);
    and #(2) c4_ninth(c4[9],po[3],go[2]);
    or #(2) c4_tenth(c4[10],c4[3],c4[6]);
    or #(2) c4_eleventh(c4[11],c4[8],c4[9]);
    or #(2) c4_twevelth(c4[12],c4[10],c4[11]);
    or #(2) c4_thirtinth(cout,c4[12],go[3]);
    xor #(3) first_xor_s0(t[0],A[0],B[0]);
    xor #(3) second_xor_s0(s[0],t[0],cin);
    xor #(3) first_xor_s1(t[1],A[1],B[1]);
    xor #(3) second_xor_s1(s[1],c[1],t[1]);
    xor #(3) first_xor_s2(t[2],A[2],B[2]);
    xor #(3) second_xor_s2(s[2],c[2],t[2]);
    xor #(3) first_xor_s3(t[3],A[3],B[3]);
    xor #(3) second_xor_s3(s[3],cout3,t[3]);
endmodule
`timescale 1ns/1ns
module Converter (input [3:0]g,output [3:0]b); 
    wire temp_n; 
    not first_n(temp_n,g[3]);
    not second_n(b[3],temp_n);
    xor #(3) first_xor(b[2],b[3],g[2]),
    second_xor(b[1],b[2],g[1]),
    third_xor(b[0],b[1],g[0]);
endmodule
`timescale 1ns/1ns
module Multiplexer (input in0,in1,input s,output out);
    wire [1:0]w;
    wire n0;
    not #(1) not0(n0,s);
    and #(2) first_and(w[0],n0,in0),
    second_and(w[1],s,in1);
    or #(2) last_or(out,w[0],w[1]);
endmodule
`timescale 1ns/1ns
module ReverseConverter (input [3:0]b,output [3:0]g);
    wire temp_n; 
    not first_n(temp_n,b[3]);
    not second_n(g[3],temp_n);
    xor #(3) first_xor(g[2],b[3],b[2]),
    second_xor(g[1],b[2],b[1]),
    third_xor(g[0],b[1],b[0]);
endmodule
</file>
<file path="config.mk">
export PLATFORM = sky130hd
export DESIGN_NAME = ALUCore
export DESIGN_NICKNAME = ALUCore
export VERILOG_FILES = /design/flow/design.v
export SDC_FILE = /design/flow/constraint.sdc
export NUM_CORES = 4
export LEC_CHECK = 1
export CORE_AREA = 10 10 70 70
export DIE_AREA = 0 0 80 80
</file>
<file path="constraint.sdc">
current_design ALUCore

set clk_period 8.3
set clk_io_pct 0.2

create_clock -name clk0 -period $clk_period

set non_clock_inputs [all_inputs -no_clocks]
set_input_delay [expr $clk_period * $clk_io_pct] -clock clk0 $non_clock_inputs
set_output_delay [expr $clk_period * $clk_io_pct] -clock clk0 [all_outputs]
</file>
<file path="run.sh">
#!/bin/bash
# OpenROAD 26Q1-2900-gdf79404cd8, Yosys 0.63+post, stock flow scripts
make -C /OpenROAD-flow-scripts/flow DESIGN_CONFIG=/design/flow/config.mk WORK_HOME=/design/flow/orfs finish
</file>
==> deck_impl_summary.md <==
Key Metrics from the Run

Run status
  – Outcome: completed

Power and ir drop
  – Static leakage: 0.000309 uW
  – Worst vdd ir: 71.4 uV
  – PD cells: 299 mW/mm2

Synthesis
  – Top area contributor share: 19.9%
  – Yosys stat area: 504 um2
  – Yosys Warn Count: 0
  – Synth Instances: 62
  – Syn avg cell area: 8.13 um2
  – Yosys cell types: 27
  – Area leader, netlist: ha_1
  – Synthesized cell area: 504 um2
  – Top cells by area: ha_1 20%, xor2_1 10%, xnor2_1 8.7%
  – Seq share, synth: 0%
  – Cell count in the Yosys report: 62

Floorplanning
  – Chip Width: 80 um
  – Chip area: 0.00640 mm2
  – Io pins: 16
  – Row cnt: 21
  – Core ar.: 0.00342 mm2
  – Chip height: 80 um
  – FP Core Util: 14.8%

Final timing
  – Fin Setup TNS: 0 ns
  – Final worst setup slack: 0.589 ns
  – Minimum clock period after layout: 7.71 ns
  – Max transition margin: 72.9%
  – Final hold violations: 0
  – Fin crit share: 92.9%
  – Final Setup Violations: 0
  – Unrepaired setup endpoints after global routing: no
  – FMAX: 130 MHz
  – Slew Viols, Final: 0
  – Slew @ Worst Pin: 0.406 ns
  – Final hold slack: 4.42 ns

Cells and area
  – Non-Filler Instances: 122
  – Share of cells above drive strength 1: 7.89%
  – Flops: 0
  – Clk_buf instances: 0
  – Flop area: 0 um2
  – Area growth from synthesis to layout: 40.9%

Placed design
  – GPL Wtd Cong: 0.702
  – PortBufs: 16
  – DP Worst Slack: 0.523 ns
  – Placed cell count: 122
  – DP Wirelength: 959 um

Worst setup path
  – Critical path class: primary input to primary output
  – Critical Path Start Type: primary input
  – Worst-path fanout max: 11
  – Worst Path Arrival: 6.05 ns
  – CP Capture Type: primary output
  – Critical Path RT: 6.64 ns

Flow run
  – Count of tool warnings: 33
  – Maxcap violations: 0

Detailed routing
  – DR DRC count: 0
  – Diodes inserted: 0
  – Via count: 440
  – Vias/cell: 3.61
  – Routed WL per cell: 8.48 um
  – Routed Antenna Nets: 0
  – Routed wire length: 1040 um
  – Detailed Routing Iterations Pass 1: 4
  – Starting DRT DRC Count: 12

Global route
  – Largest net degree at the start of global routing: 12
  – Initial antenna violation count: 0
  – First-pass GRT wire length: 1790 um
  – Gr ovfl total: 0
  – Vias in the first global route: 427
  – GRT Total Usage: 3.20%

Clock network
  – Postcts setup bufs: 0
  – Cts repair resizes: 0
  – Post-CTS Hold Buffers: 0

Hold path
  – Hold Crit Class: primary input to primary output
metrics by stage:
stage | power, uW | utilization [%] | cell area [um2]
floorplan | 148 | - | 504
CTS | 217 | 20.8 | 711
global placement | 214 | 20.8 | 711
global route | 240 | 20.8 | 711
finish | 213 | 20.8 | 711
detailed placement | 216 | 20.8 | 711
critical path, cell delays in order:
cell	delay, ns
clkdlybuf4s50_1	0.59
xnor2_2	0.41
xnor2_2	0.20
xor2_2	0.23
xor2_2	0.19
ha_1	0.25
ha_1	0.22
a21o_1	0.18
a21oi_1	0.28
xnor2_1	0.24
inv_1	0.08
ha_1	0.30
ha_1	0.31
xor2_1	0.16
o21ai_0	0.09
o22ai_1	0.16
clkdlybuf4s50_1	0.49
where the power goes:
part | switching (uW) | internal [uW]
clock | 0 | 0
sequential | 0 | 0
combinational | 94.4 | 118
per-layer routing:
metal / up-vias / GRT usage [%] / part of all wire (%)
li1: 243 / - / -
met1: 186 / 4.42 / 51
met2: 11 / 5.62 / 47
met3: 0 / 0.227 / 2.6
met4: 0 / 0 / 0
met5: - / 0 / 0
logic make-up (layout without fill, tap and decap cells):
family / Yosys count / after routing / share of synthesized area, %
xor gates and xnor gates: 16 / 16 / 36.5
AOI/OAI and AO/OA: 15 / 15 / 18.1
and+or+nand+nor: 12 / 12 / 11.9
adders and majority gates: 9 / 9 / 23.8
buffers and inverters: 9 / 23 / 7.44
muxes: 1 / 1 / 2.23
Yosys cell counts, drive strengths merged:
cell type,n
xnor2,7
o22ai,1
fa,1
a21o,1
nand4b,1
o32ai,1
xor2,8
a311oi,1
inv,7
nand2,3
xnor3,1
clkbuf,1
and2,1
o21ai,5
a31oi,1
mux2,1
and3,1
ha,8
nor3b,1
a21oi,4
nor2,4
a2bb2oi,1
nor3,1
buf,1
layout by cell type (no fill, tap or decap), drive strengths merged:
cell,n
a2bb2oi,1
and3,1
xnor3,1
a31oi,1
xnor2,7
ha,8
and2,1
o32ai,1
nor3b,1
a311oi,1
fa,1
nor2,4
xor2,8
nand4b,1
o22ai,1
a21o,1
a21oi,4
nand2,3
nor3,1
inv,7
mux2,1
clkdlybuf4s50,16
o21ai,5
worst paths after layout:
check | to | from | cells after the start
min | b[0] | op[0] | 3
max | b[1] | op[1] | 17
cell type report:
type	instances	area [um2]
timing repair buffer	16	160
multi-input combinational	53	467
inverter	7	26.3
fill	389	2710
tap	46	57.6
Power is estimated from default activity; no workload was simulated.
