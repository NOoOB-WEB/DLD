[run.sh]
#!/bin/bash
# OpenROAD 26Q1-2900-gdf79404cd8, Yosys 0.63+post, stock flow scripts
make -C /OpenROAD-flow-scripts/flow DESIGN_CONFIG=/design/flow/config.mk WORK_HOME=/design/flow/orfs finish
[config.mk]
export PLATFORM = sky130hd
export DESIGN_NAME = sqrt
export DESIGN_NICKNAME = sqrt
export VERILOG_FILES = /design/flow/design.v
export SDC_FILE = /design/flow/constraint.sdc
export NUM_CORES = 4
export LEC_CHECK = 1
export CORE_UTILIZATION = 40
[constraint.sdc]
current_design sqrt

set clk_period 1.0
set clk_io_pct 0.2

create_clock -name clk0 -period $clk_period [get_ports {clock}]

set non_clock_inputs [all_inputs -no_clocks]
set_input_delay [expr $clk_period * $clk_io_pct] -clock clk0 $non_clock_inputs
set_output_delay [expr $clk_period * $clk_io_pct] -clock clk0 [all_outputs]
[design.v]
`timescale 1ns/1ns
module controller_sqrt (
    input start,input msb,input clock,input rst,output logic s,
    output logic reg_load,output logic invalid,output logic Done,output logic reset,output logic enable
);
    reg [2:0] ps,ns;
    parameter [2:0]  A = 3'd0,B = 3'd1,C = 3'd2,D = 3'd3,E = 3'd4,F = 3'd5;
    always @(*) begin
        ns = ps;
        case (ps)
            A:
                ns = (start)?B:A;
            B:
                ns = (start)?B:C; 
            C:
                ns = (msb)?F:D;
            D:
                ns = (msb)?E:D;
            E:
                ns = A;
            F:
                ns = A;
            default:
                ns = A;
        endcase
    end
    always @(*) begin
        Done = 0;
        s = 1;
        reset = 0;
        enable = 0;
        reg_load = 0;
        invalid = 0;
        case (ps)
            A:
                reset = 1;
            B:
            begin
                reset = 0;
            end
            C:
            begin
                s = 0;
                reg_load = 1;
                enable = 1;
            end
            D:
            begin
                s = 1;
                enable = 1;
                reg_load = 1;
            end
            E:
            begin
                Done = 1;
            end
            F:
                invalid = 1;
        endcase
    end
    always @(posedge clock or posedge rst) begin
        if(rst)
            ps <= A;
        else
            ps <= ns;
    end
endmodule
`timescale 1ns/1ns
module counter (input clock,input reset,input enable,output logic [7:0]count);
    always @(posedge clock or posedge reset) begin
        if(reset)
            count <= 8'd0;
        else if(enable)
            count <= count + 1;
    end
endmodule
`timescale 1ns/1ns
module  mux2to1(input s,input signed [15:0]zero,input signed [15:0]one,output signed [15:0]o);
    assign o = s?one:zero;
endmodule
`timescale 1ns/1ns
module odd_counter(input clock,input reset,input enable,output logic [15:0]count);
    always @(posedge clock or posedge reset) begin
        if(reset)
            count <= 16'd1;
        else if(enable)
                count <= count + 16'd2;
    end
endmodule
`timescale 1ns/1ns
module register(input clock,input signed [15:0]number,input enable,input reset,output logic signed[15:0]number_out);
    always @(posedge clock or posedge reset) begin
        if(reset)
            number_out <= 0;
        else if (enable) 
            number_out <= number;    
    end
endmodule
    `timescale 1ns/1ns
    module sqrt (
        input clock,input reset,input signed [15:0] N,input start,
        output logic done,output invalid,output [7:0]sqrtans
    );
        wire select;
        wire msb;
        wire rs;
        wire enable;
        wire reg_load;
        controller_sqrt control_unit_sqrt(start,msb,clock,reset,select,reg_load,invalid,done,rs,enable);
        Datapathsqrt Datapath_unit_sqrt(enable,N,clock,rs,reg_load,select,msb,sqrtans);
    endmodule
`timescale 1ns/1ns
module Datapathsqrt (
    input iter,input signed [15:0] N,input clock,input reset,
    input select,input reg_load,output msb,output logic [7:0]ISQRT
);
    wire signed [15:0] sub_out;
    wire signed [15:0] reg_in;
    wire signed [15:0] reg_out;
    wire signed [15:0] count;
    mux2to1 mux(select,N,sub_out,reg_in);
    wire reg_enable;
    wire update_enable;
    assign update_enable = iter & ~sub_out[15];
    assign reg_enable = reg_load | update_enable;
    register reg1(clock,reg_in,reg_enable,reset,reg_out);
    odd_counter odd1(clock,reset,update_enable,count);
    subtractor sub1(reg_out,count,sub_out);
    assign msb = sub_out[15];
    counter cnt(clock,reset,update_enable,ISQRT);
endmodule
`timescale 1ns/1ns
module subtractor (input signed [15:0]first_input,input signed [15:0] second_input,output signed [15:0] output_number);
    assign output_number = first_input - second_input;
endmodule
==> flow_summary_export.csv <==
group,metric,value,unit
setup_path,r2r_cells,12,
finish,layout_top_cells,"buf_4, dfrtp_1, nand2_1",
synth,edf_count,0,
synth,ys.flops,45,
setup_path,r2r-start,"Datapath_unit_sqrt.reg1.number_out[10]$_DFFE_PP0P_",
clock_tree,htreeDepth,2,
finish,area_delta_synth_final,68.5,%
job,log.warning_count,28,
clock_tree,clk_pin_slew,0.10,ns
synth,yosysSeqAreaShare,0.413,
finish,postLayoutCoreUtil,0.711,
setup_path,r2r_setup_slack,-1.30,ns
finish,lay_top_count,"buf_4",
global_route,grt-ovfl-total,0,
routing,via_per_inst,5.12,
clock_tree,clkSinkCount,45,
synth,syn_area,2730,µm²
routing,drtIter0Drc,96,
clock_tree,root_buffer,"clkbuf_8",
clock_tree,cts_tree,"yes",
setup_path,cp-end-kind,"flop",
setup_path,cp_max_fo,7,
synth,async_flop_share,1.00,
power_and_ir_drop,ir_worst_vdd,1.99,mV
worst_hold_path,min_path_type,"in -> async",
synth,ys.flop_type,"dfrtp_1",
floorplanning,core,6460,µm²
final_timing,worst_pin_slew,0.353,ns
floorplanning,die_w,84.6,µm
global_route,grt.total_usage,0.226,
floorplanning,die_h,84.6,µm
setup_path,worstSetupPathType,"reg -> reg",
finish,drive_above_1_share,0.493,
routing,wl,7670,µm
job,maxCapViolations,0,
floorplanning,fp-utilization,0.422,
setup_path,path_cells,"ha_4, a21oi_4, o21ai_2, a311oi_2, buf_4, a21oi_2, o21ai_2, buf_6, buf_12, buf_4, nor2_2, a21oi_1",
final_timing,fin_ws,-1.30,ns
final_timing,max_freq,435,MHz
setup_path,slowest_delay,0.43,ns
routing,drc,0,
final_timing,maxSlewViolCount,0,
clock_tree,cts_made_buffers,5,
floorplanning,chipArea,7150,µm²
final_timing,rsz0062_at_grt,"true",
placement,dpl.cell_count,486,
synth,yosys_cells,303,
routing,antenna_cells,0,
floorplanning,rows,29,
outcome,status,"complete, but fails checks",
setup_path,worst_path_max_delay_cell,"dfrtp_1",
synth,netlist_instances,303,
synth,post_synth.cell_area_avg,9.00,µm²
setup_path,cp.arrival,2.53,ns
setup_path,reg2reg_to,"Datapath_unit_sqrt.reg1.number_out[3]$_DFFE_PP0P_",
routing,ant_nets,0,
placement,dp_hpwl,5110,µm
final_timing,period_needed,2.30,ns
global_route,grt_pass1_vias,2658,
synth,synth_cell_types,46,
routing,vias,2686,
finish,layoutNonFillerInstCount,525,
global_route,grt_pass1_wl,12600,µm
synth,ys.warnings.count,4,
placement,io_buffers,28,
clock_tree,clk-insertion-delay-late,0.30,ns
power_and_ir_drop,powerDensity,3110,nW/µm²
global_route,grt_max_degree,23,
clock_tree,clk_path_buf_depth,2,
setup_path,cp.required,1.23,ns
final_timing,finClkSkew,0.00847,ns
routing,drt-pass1-iter-count,20,
routing,drt-wirelength-per-cell,14.6,µm
synth,ys_chip_area,2730,µm²
setup_path,critPathLaunchType,"flop",
floorplanning,io-pin-count,29,
outcome,violations,"negative setup slack",
placement,routabilityCongestion,0.873,
final_timing,setup_viol,45,
final_timing,slew_headroom,0.763,
final_timing,fin_crit_sh,2.30,
final_timing,hold_viol,0,
global_route,antenna_found_initial,0,
power_and_ir_drop,p_leak,2.10,nW
## worst max-delay path, delay by kind of cell, from the launching register on
family | cells | cell delay, ns
buf+inv | 4 | 0.57
flops | 1 | 0.43
fa+ha+maj | 1 | 0.28
simple gates | 1 | 0.03
compound gates | 6 | 0.92
## cells by family (layout without fill, tap and decap cells)
| group | Yosys count | in the layout | synth area share |
|---|---|---|---|
| flip-flops | 45 | 45 | 0.413 |
| buffers and inverters | 30 | 175 | 0.0464 |
| XOR/XNOR | 34 | 34 | 0.109 |
| adder cells (fa/ha/maj) | 17 | 17 | 0.0808 |
| AND/OR/NAND/NOR | 105 | 105 | 0.180 |
| multiplexers | 1 | 1 | 0.00367 |
| AND-OR/OR-AND | 71 | 71 | 0.167 |
## per-stage QoR
step / setup slack (ns) / power [mW] / TNS, ns / hold slack, ns / area (µm²)
detailed placement: -1.27 / 11.2 / -49.44 / 0.327 / 3960
global route: -1.40 / 15.3 / -55.04 / 0.104 / 4590
finish: -1.30 / 14.3 / -50.81 / 0.0930 / 4590
global placement: -1.27 / 11.1 / -48.74 / 0.323 / 3960
CTS: -1.21 / 13.4 / -47.69 / 0.0966 / 4330
floorplan: -1.08 / 8.03 / -40.66 / -0.00977 / 2980
## flip-flops by register name, summed over array words and instances (netlist names)
name	flops
Datapath_unit_sqrt.cnt.count	8
control_unit_sqrt.ps	6
Datapath_unit_sqrt.odd1.count	15
Datapath_unit_sqrt.reg1.number_out	16
## report_power, final
part	total [mW]	internal (mW)	leakage [nW]	switching, mW
Clock	1.20	0.492	0.0364	0.710
Sequential	2.86	2.30	0.501	0.555
Combinational	10.2	5.28	1.56	4.95
## Yosys cell counts, types with 2 or more instances
| master | number | share of area |
|---|---|---|
| nor2b_1 | 4 | 0.0092 |
| nor4_1 | 4 | 0.0092 |
| nand2_1 | 35 | 0.048 |
| inv_1 | 22 | 0.030 |
| nand3_1 | 11 | 0.020 |
| o22ai_1 | 2 | 0.0046 |
| clkbuf_1 | 4 | 0.0055 |
| xor2_1 | 6 | 0.019 |
| and3_1 | 2 | 0.0046 |
| nor3_1 | 9 | 0.017 |
| buf_2 | 2 | 0.0037 |
| o21a_1 | 2 | 0.0055 |
| ha_1 | 16 | 0.073 |
| a21oi_1 | 17 | 0.031 |
| o21ai_0 | 13 | 0.024 |
| a21o_1 | 6 | 0.017 |
| nor2_1 | 26 | 0.036 |
| dfrtp_1 | 44 | 0.40 |
| xnor2_1 | 28 | 0.090 |
| o21ai_1 | 2 | 0.0037 |
| a211oi_1 | 3 | 0.0083 |
| nand4_1 | 7 | 0.016 |
| a21boi_0 | 2 | 0.0055 |
| a31oi_1 | 13 | 0.030 |
| o2111ai_1 | 2 | 0.0064 |
## per-layer routing
layer	vias up	global-route usage	wire, µm
met2	64	0.346	3430
met3	7	0.0229	361
met1	1259	0.371	3800
li1	1356	-	-
met5	-	0	0
met4	0	0.0339	80
## repair_timing
action | in CTS | in global routing
hold buffers | 0 | 0
setup endpoints to repair | 52 | 52
setup buffers | 16 | 13
cloned | 2 | 1
gates resized | 72 | 36
pin swaps | 27 | 26
## layout make-up
| class | instances | area (µm²) |
|---|---|---|
| clock buffer | 5 | 68.8 |
| clock inverter | 3 | 22.5 |
| sequential | 45 | 1130 |
| timing repair inverter | 1 | 11.3 |
| tap | 77 | 96.3 |
| inverter | 22 | 93.8 |
| timing repair buffer | 144 | 1190 |
| fill | 444 | 1860 |
| multi-input combinational | 228 | 1990 |
## how the worst max path moves through the flow
stage | from | endpoint | slack, ns | depth (start not counted)
6_report | Datapath_unit_sqrt.reg1.number_out[10]$_DFFE_PP0P_ | Datapath_unit_sqrt.reg1.number_out[3]$_DFFE_PP0P_ | -1.30 | 12
5_1_grt | Datapath_unit_sqrt.odd1.count[10]$_DFFE_PP0P_ | Datapath_unit_sqrt.reg1.number_out[13]$_DFFE_PP0P_ | -1.40 | 12
4_1_cts | Datapath_unit_sqrt.odd1.count[13]$_DFFE_PP0P_ | Datapath_unit_sqrt.odd1.count[12]$_DFFE_PP0P_ | -1.21 | 10
Power and IR drop assume default switching activity.
